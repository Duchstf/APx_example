==> /design/flow/design.v <==
`timescale 1ns / 1ps
module decipher_v2018_2
#(parameter NPHI = 27)
    (
    input clk,
    input valid,  
    input reset,
    input [95:0] clust_in,  
    input [4:0] phi_sector,
    output [27:0] track  
    );
    parameter NPHI1 = NPHI-1;  
    reg [95:0] pre_track;  
    reg valid1;  
    reg bitx, bitx_1, bitx_2;  
    reg [4:0] phi_sector_reg;
    always@(posedge clk) begin  
        pre_track <= clust_in;
	phi_sector_reg <= phi_sector;
        valid1 <= valid;
        bitx <= pre_track[95];
        bitx_1 <= bitx;
        bitx_2 <= bitx_1;
    end
    wire [13:0] track_pt_inv = pre_track[13:0];  
    wire [15:0] track_t = pre_track[42:27];  
    wire [8:0] track_pt;
    wire [4:0] track_eta;  
    pt16_to_9 pt9 (
        .clk(clk),
        .reset(reset),
        .valid(valid1),
        .pt_in(track_pt_inv),
        .pt_out(track_pt)    
    );
    t_to_eta t2eta1 (  
                        .clk(clk),
                        .reset(reset),
                        .t (track_t),
                        .eta (track_eta)
                      );
    wire [11:0] track_z = pre_track[54:43];
    wire [3:0] zbin1;
    wire [3:0] zbin2;
    z_to_zbin6  z2zb ( .clk(clk),
                      .reset(reset),
                      .z(track_z),
                      .zbin1(zbin1),
                      .zbin2(zbin2)     
                    ); 
    wire [11:0] rel_phi = pre_track[26:15];
    wire [4:0] phi_bin;
    relphi_to_phibin rp2pb (
    	.clk(clk),
    	.reset(reset),
    	.rel_phi(rel_phi),
	.start_phi(phi_sector_reg),
    	.phi_bin(phi_bin)
    );
    assign track = {phi_bin, zbin1, zbin2, track_eta, track_pt, bitx_2}; 
endmodule
`timescale 1ns / 1ps
module pt16_to_9(
    input clk,
    input reset,
    input valid,
    input [13:0] pt_in,
    output [8:0] pt_out
    );
    reg [13:0] pt1=0;
    reg [8:0] pt2=0; 
    reg [8:0] pt3=0;
    reg val1=0, val2=0;
    always @(posedge clk) begin
        val2 <= val1;
        pt1 <= pt_in;
        if(reset) begin
            pt1 <= 14'b0;
            pt2 <= 9'b0;
            pt3 <= 9'b0;
        end
        else begin
            if(pt_in != 14'b0) begin
                val1 <= valid;
            end
            else begin
                val1 <= 1'b0;
            end
            if(pt1[13:9] == 7'b0) begin
                pt2 <= pt1[8:0];
            end
            else begin
                pt2 <= 9'b111111111;  
            end
            if(val2) begin
                pt3 <= pt2; 
            end
            else begin
                pt3 <= 9'b0;
            end
        end
    end
    assign pt_out = pt3;
endmodule
`timescale 1ns / 1ps
module relphi_to_phibin (
                 input clk, 
                 input reset,
                 input [11:0] rel_phi,
		 input [4:0] start_phi,
                 output reg [4:0] phi_bin    
    );
    reg [4:0] rel_phi_bin_reg;  
    reg [4:0] rel_phi_bin_reg1;  
   always @(posedge clk) begin
	if(rel_phi[11] == 1) begin  
		if(11'b11111111111-rel_phi[10:0] > 11'b01010101010) begin
			rel_phi_bin_reg <= 5'b00000;
		end
		else if(11'b11111111111-rel_phi[10:0] < 11'b01010101010) begin
			rel_phi_bin_reg <= 5'b00001;
		end
	end
	else if(rel_phi[11] == 0) begin  
		if(rel_phi[10:0] < 11'b01010101010) begin
			rel_phi_bin_reg <= 5'b00001;
		end
		else if(rel_phi[10:0] > 11'b01010101010) begin
			rel_phi_bin_reg <= 5'b00010;
		end
	end
        rel_phi_bin_reg1 <= rel_phi_bin_reg + start_phi;
	phi_bin <= rel_phi_bin_reg1;
   end
endmodule
`timescale 1ns / 1ps
module t_to_eta(
                 input clk, 
                 input reset,
                 input [15:0] t,
                 output reg [4:0] eta    
    );
    reg [4:0] eta_reg;  
    reg [4:0] eta_start;
    reg [4:0] eta_d;  
   always @(posedge clk) begin
       if(t[15] == 1) begin  
           eta_start <= t[14:13]*3;
       end
       else if(t[15] == 0) begin  
           eta_start <= (5'b00100 + t[14:13])*3;
       end
       if(t[12:0] < 13'b0101010101010) begin  
           eta_reg <= 5'b00000;
       end
       else if(t[12:0] < 13'b1010101010100) begin  
           eta_reg <= 5'b00001;
       end
       else begin  
           eta_reg <= 5'b00010;
       end
        eta_d <= eta_start + eta_reg;
        eta <= eta_d;
   end
endmodule
`timescale 1ns / 1ps
module z_to_zbin6(
                 input clk, 
                 input reset,
                 input [11:0] z,
                 output reg [3:0] zbin1,    
                 output reg [3:0] zbin2
    );
   reg [11:0] z_1, z_2;  
   reg z_big, z_vbig;  
   reg [3:0] zb1, zb2;
   always @(posedge clk) begin
    z_1 <= z;  
    z_2 <= z_1;     
    z_big <= z[10:0] > 11'b01010101011;  
    z_vbig <= z[10:0] > 11'b10101010101;  
    if(z_1[11]) begin  
        zb1 <= z_vbig? 4'b0010 : 4'b0000;  
        zb2 <= z_big?  4'b0001 : 4'b1111;  
    end
    else begin
        zb1 <= z_big? 4'b0100 : 4'b0010;  
        zb2 <= z_vbig? 4'b1111 : 4'b0011;  
    end
    if(reset) begin
        zbin1 <= 0;
        zbin2 <= 0;
    end
    else begin
        zbin1 <= zb1;
        zbin2 <= zb2;
    end
   end
endmodule
==> /design/flow/run.sh <==
#!/bin/bash
# OpenROAD 26Q1-2900-gdf79404cd8, Yosys 0.63+post, stock flow scripts
make -C /OpenROAD-flow-scripts/flow DESIGN_CONFIG=/design/flow/config.mk WORK_HOME=/design/flow/orfs finish
==> /design/flow/config.mk <==
export PLATFORM = sky130hd
export DESIGN_NAME = decipher_v2018_2
export DESIGN_NICKNAME = decipher_v2018_2
export VERILOG_FILES = /design/flow/design.v
export SDC_FILE = /design/flow/constraint.sdc
export NUM_CORES = 4
export LEC_CHECK = 1
export CORE_UTILIZATION = 40
==> /design/flow/constraint.sdc <==
current_design decipher_v2018_2

set clk_period 1.7
set clk_io_pct 0.2

create_clock -name clk0 -period $clk_period [get_ports {clk}]

set non_clock_inputs [all_inputs -no_clocks]
set_input_delay [expr $clk_period * $clk_io_pct] -clock clk0 $non_clock_inputs
set_output_delay [expr $clk_period * $clk_io_pct] -clock clk0 [all_outputs]
==> reports/metrics.yaml <==
final_layout:
  largest_reg_flops: 53
  reg_top3: "pre_track x53, pt9.pt1 x14"
  final_cell_mix: "133 x dfxtp_1, 86 x clkdlybuf4s50_1, 30 x nor2_1"
  area_growth_pct: 41.93
  drive_above_1_share_pct: 8.845
  utilization_pct: 59.54
  regMostFlops: "pre_track"
  final_common_cell: "dfxtp_1"
  fill_cells: 715
drt:
  drc: 0
  finalWirelength_um: 4999
  wl_per_cell_um: 9.707
  diodes: 0
  first_iter_violations: 23
  via_per_inst: 4.239
  drt_first_pass_iters: 3
  drtAntennaViolNets: 0
  routed-via-count: 2183
floorplanning:
  die-area_um2: 9715
  io_pins: 132
  fp_util_pct: 41.95
  rows: 34
  core_area_um2: 8891
  dieWidth_um: 98.57
  die_h_um: 98.57
logic_synthesis:
  ys_seq_share_pct: 74.34
  synth_cell_types: 38
  synthCells: 294
  synth-seq-cells: 137
  syn_area_um2: 3730
  avgSynthCellArea_um2: 12.69
  async_flop_share_pct: 0
  ys_cells: 294
  yosysWarnings: 5
  edf_count: 3
  yosys_area_um2: 3730
  synthFlopType: "dfxtp_1"
global_routing:
  grt_max_degree: 22
  track_usage_pct: 11.51
  antenna_found_initial: 0
  grt_overflow: 0
  grt_pass1_wl_um: 8604
  grt_pass1_vias: 2018
critical_path:
  path_cells: "clkdlybuf4s50_1"
  critical-path-max-stage-delay_ps: 470
  crit_path_max_fanout: 1
  cp.required_ps: 1360
  arrival_ps: 1290
  crit_slowest_cell: "clkdlybuf4s50_1"
  path_buffers: 1
  path_delay_family: "buffers and inverters"
  path_class: "reg2out"
  start_kind: "register"
  end_kind: "primary output"
clock_tree:
  cts_root_buffer: "clkbuf_8"
  ctsHtreeMaxLevel: 4
  cts_max_path_buffers: 2
  clk_pin_slew_worst_paths_ps: 60
  cts_num_sinks: 137
  postCtsSetupRepairBufs: 0
  cts_tree: "done"
  clock_latency_ps: 500
  cts_made_buffers: 17
timing:
  fin_crit_sh_pct: 95.84
  tns_ps: 0
  post-route-min-period_ps: 1629
  max_freq_ghz: 0.6138
  slew_viol_final: 0
  hold_violations: 0
  rsz0062_at_grt: "false"
  setup_viol: 0
  fin_skew_ps: 10.52
pwr:
  fin_total_pwr_uw: 7455
  leakagePower_uw: 0.002231
  irDropWorstVdd_uv: 767.1
  p_per_area_nw_per_um2: 1408
placed_design:
  place.gp.congestion: 0.7524
  dp_hpwl_um: 3524
  port_buffers: 86
status:
  status: "finished clean"
flow_run:
  drv_cap: 0
  warnings: 70
hold_path:
  hold_class: "in2reg"
-- routing by layer --
metal / vias up / global-route usage (%) / part of all wire (%)
met2: 69 / 18.09 / 47
li1: 1152 / - / -
met4: 0 / 2.526 / 1.4
met5: - / 0 / 0
met3: 7 / 4.329 / 7.5
met1: 955 / 15.88 / 44
-- worst paths after layout --
kind / from / endpoint / slack, ps / cells after the start
setup / recovery: z2zb.zbin2[1] / track[16] / 70 / 1
hold / removal: clust_in[19] / pre_track[19] / 280 / 1
setup reg to reg: pre_track[24] / rp2pb.rel_phi_bin_reg[0] / 190 / 3
hold reg to reg: t2eta1.eta_d[3] / t2eta1.eta[3] / 320 / 0
-- power by group --
part	total [µW]	internal, µW	switching, µW
clock network	3490	2310	1180
registers	3560	3470	86.1
logic	408	299	109
-- cell families (layout without fill, tap and decap cells) --
kind of cell | count (synthesis) | count (layout) | share of synthesized area [%]
mux | 3 | 3 | 0.8386
fa+ha+maj | 9 | 9 | 3.422
buf+inv | 23 | 135 | 2.717
compound gates | 29 | 29 | 4.798
other cells | 1 | 2 | 0.1005
flops | 137 | 137 | 74.34
xor+xnor | 6 | 6 | 1.409
simple gates | 86 | 86 | 12.38
-- layout make-up --
type                            instances  area, µm²  share of cell area [%]
Timing Repair Buffer                   88      875.8                   16.54
Tap cell                              108      135.1                   2.553
Inverter                               16      60.06                   1.134
Multi-Input combinational cell        135      859.6                   16.24
Clock buffer                           25      504.2                   9.525
Clock inverter                          6      85.08                   1.607
Sequential cell                       137       2774                   52.40
-- timing repair --
action / in CTS / in global routing
hold buffers: 0 / 0
gates resized: 0 / 1
endpoints found under the setup margin: 0 / 1
-- cell usage after synthesis, types with 2 or more instances --
cell      instances  share of area [%]
edfxtp_1          3                2.4
dfxtp_1         134                 72
nor2_1           30                3.0
nor4_1            3               0.50
and3_2            2               0.40
a41oi_1           2               0.47
xnor2_1           4               0.94
nand2_1           8               0.81
xor2_1            2               0.47
nor2b_1          21                3.5
o21ai_0           6               0.81
mux2i_1           2               0.54
a21oi_1          10                1.3
inv_1            16                1.6
buf_4             4               0.81
fa_1              2                1.1
ha_1              7                2.3
and2_1            9                1.5
nor3_1            5               0.67
clkbuf_1          3               0.30
a21o_1            4               0.81
-- through the flow --
| stage | setup slack, ps | cells | hold WS, ps | area (µm²) |
|---|---|---|---|---|
| floorplan | 256.0 | 295 | 309.6 | 3734 |
| detailed placement | 177.3 | 484 | 312.1 | 4703 |
| CTS | 14.11 | 515 | 251.7 | 5293 |
| global route | 10.23 | 515 | 251.6 | 5294 |
| global placement | 187.6 | 484 | 310.3 | 4703 |
| finish | 70.68 | 515 | 275.8 | 5294 |
Power figures rest on the tool's default switching activity, not on a simulated workload.
